`run.sh`:
```
#!/bin/bash
# OpenROAD 26Q1-2900-gdf79404cd8, Yosys 0.63+post, stock flow scripts
make -C /OpenROAD-flow-scripts/flow DESIGN_CONFIG=/design/flow/config.mk WORK_HOME=/design/flow/orfs finish
```
`config.mk`:
```
export PLATFORM = sky130hd
export DESIGN_NAME = booth_two_pair
export DESIGN_NICKNAME = booth_two_pair
export VERILOG_FILES = /design/flow/design.v
export SDC_FILE = /design/flow/constraint.sdc
export NUM_CORES = 4
export LEC_CHECK = 1
export CORE_UTILIZATION = 30
```
`constraint.sdc`:
```
current_design booth_two_pair

set clk_period 35.7
set clk_io_pct 0.2

create_clock -name clk0 -period $clk_period

set non_clock_inputs [all_inputs -no_clocks]
set_input_delay [expr $clk_period * $clk_io_pct] -clock clk0 $non_clock_inputs
set_output_delay [expr $clk_period * $clk_io_pct] -clock clk0 [all_outputs]
```
`design.v`:
```
module booth_two_pair #(parameter DATA_WIDTH = 32)(
    input wire [DATA_WIDTH-1:0] multiplicand,
    input wire [DATA_WIDTH-1:0] multiplier,
    output reg [2*DATA_WIDTH-1:0] product
);
    reg [DATA_WIDTH-1:0] Q;  
    reg [2*DATA_WIDTH-1:0] M, M_neg, M_2, M_2_neg;  
    reg [2*DATA_WIDTH-1:0] partial_product[DATA_WIDTH:0];  
    integer i; 
    reg bit0, bit1, bit2; 
    always @* begin
        M = {{DATA_WIDTH{multiplicand[DATA_WIDTH-1]}}, multiplicand};  
        M_neg = ~M + 1'b1;  
        M_2 = M << 1;  
        M_2_neg = ~M_2 + 1'b1;  
        Q = multiplier; 
        product = 0;  
        for(i = 0; i < DATA_WIDTH; i = i + 2) begin
            bit0 = (i == 0) ? 1'b0 : Q[i-1];  
            bit1 = Q[i];  
            bit2 = (i == DATA_WIDTH-1) ? Q[i] : Q[i+1];  
            case({bit2, bit1, bit0})
                3'b001, 3'b010: partial_product[i] = M << i;  
                3'b011: partial_product[i] = M_2 << i;  
                3'b100: partial_product[i] = M_2_neg << i;  
                3'b101, 3'b110: partial_product[i] = M_neg << i;  
                default: partial_product[i] = 0;  
            endcase
        end
        for(i = 0; i < DATA_WIDTH; i = i + 2) begin
            product = product + partial_product[i];
        end
    end
endmodule
```
==> ci_impl_report.md <==
### Yosys + OpenROAD results

| Metric | Value |
|---|---|
| Worst Slack Setup Final | 9.975 ns |
| Init Core Util | between 30% and 40% |
| Core area | approximately 140,000 µm² |
| Max Cap Violations | 0 |
| Worst path required time | between 20 and 30 ns |
| Endpoint class of the critical path | output pin |
| Dpl hpwl | 188,200 µm |
| Status | finished, final reports clean |
| Drt pass-1 iters | 7 |
| Endpoints failing setup | 0 |
| Number of port buffers | 128 |
| CTS resizes | 0 |
| Initial antenna violation count | 12 |
| Flip-flops | 0 |
| Pre-CTS setup slack | just over 10 ns |
| Count of final hold-check violations | 0 |
| Initial DRC count | ~5,800 |
| Final Cycle Share | approximately 72% |
| Final Util | between 30% and 40% |
| Seq share, synth | 0% |
| Reg area | 0 µm² |
| GRT Util Overall | between 30% and 40% |
| RSZ-0062 raised after global routing | false |
| Largest net degree at the start of global routing | 59 |
| Filler cells | ~15,000 |
| Vias post-DR | between 40,000 and 50,000 |
| Final wirelength | between 200,000 and 250,000 µm |
| Number of global-route vias before repair | between 40,000 and 50,000 |
| Chip width | between 300 and 400 µm |
| FMAX | a little under 0.04 GHz |
| Ports | 128 |
| Cells in synth_stat.txt | approximately 5,800 |
| Hold_buf cts | 0 |
| Final-layout clock buffer total | 0 |
| Area delta synth->final | 8.257% |
| CP Max Fanout | 20 |
| Largest stage delay on the critical path | a little over 0.8 ns |
| Yosys warnings | 2 |
| Post-DRT Antenna Nets | 0 |
| Placer congestion estimate | around 1.1 |
| Aggregate global routing overflow | 0 |
| Tool warning count | 32 |
| Ratio of cells with drive above 1 in the final layout | between 8 and 9% |
| Crit path DAT | roughly 19 ns |
| Final Critical Period | between 20 and 30 ns |
| Post-Syn Instances | ~5,800 |
| First-pass GRT wire length | 348,900 µm |
| Wire per inst | between 30 and 40 µm |
| Crit start category | input port |
| Vias per cell | 6.331 |
| Residual DRC | 0 |
| Die area | 140,000 µm² |
| Post-Route Setup TNS | 0 ns |
| # rows | between 100 and 150 |
| Worst slew pin tran | about 1.1 ns |
| Synth cell types | 82 |
| Crit Path Class | in -> out |
| Yosys stat chip area | approximately 42,000 µm² |
| Synth Cell Area | between 40,000 and 50,000 µm² |
| Max-slew violations | 0 |
| Die y size | 374.2 µm |
| CP max stage cell | a221oi_1 |
| Syn Area/Cell | ~7 µm² |
| Worst min path class | in -> out |
| Headroom to the max-slew limit | 23.94% |
| Setup bufs post-CTS | 0 |
layer usage:
layer / global-route usage, % / up-vias / share of wire [%]
met5: 1.269 / - / 0.11
met4: 20.69 / 20 / 7.8
met3: 20.12 / 974 / 16
met2: 49.28 / 3812 / 40
met1: 44.57 / 22445 / 36
li1: - / 19494 / -
path summary, 6_finish.rpt:
check | startpoint | to | slack (ns) | depth (start not counted)
worst min-delay path | multiplicand[0] | product[0] | 15.50 | 4
worst max-delay path | multiplicand[0] | product[63] | 9.98 | 37
Yosys cell counts (100+ instances only):
cell type,number,area (µm²)
inv_1,696,2613
fa_1,637,12750
nand2_1,555,2083
a21oi_1,546,2733
clkbuf_1,521,1956
o21ai_0,505,2527
nor2_1,415,1558
o22ai_1,220,1376
xnor2_1,190,1664
a221oi_1,150,1314
ha_1,130,1627
xor2_1,120,1051
a221o_1,110,1101
a21o_1,104,780.8
buf_1,100,375.4
placed cells by master (no fill, tap or decap), types with 15 or more instances in the layout:
| cell type | n |
|---|---|
| inv_1 | 696 |
| fa_1 | 637 |
| nand2_1 | 555 |
| a21oi_1 | 545 |
| o21ai_0 | 505 |
| nor2_1 | 407 |
| buf_4 | 324 |
| o22ai_1 | 220 |
| xnor2_1 | 180 |
| a221oi_1 | 150 |
| ha_1 | 130 |
| xor2_1 | 110 |
| a221o_1 | 110 |
| a21o_1 | 104 |
| mux2i_1 | 76 |
| clkdlybuf4s50_1 | 76 |
| o211ai_1 | 73 |
| a22oi_1 | 58 |
| a211oi_1 | 58 |
| buf_2 | 39 |
| a31oi_1 | 34 |
| nor3_1 | 33 |
| o221ai_1 | 31 |
| or2_2 | 27 |
| nand3_1 | 27 |
| mux2_2 | 27 |
| a311oi_1 | 25 |
| o22a_1 | 23 |
| and2_1 | 21 |
| nand4_1 | 16 |
| o21a_1 | 15 |
metrics by stage:
stage / cells / hold WS, ns / area (µm²)
6_report: 7383 / 15.50 / 45000
4_1_cts: 7377 / 15.51 / 44980
2_1_floorplan: 5776 / 14.36 / 41560
5_1_grt: 7380 / 15.53 / 44990
3_5_place_dp: 7377 / 15.51 / 44980
3_3_place_gp: 7376 / 15.51 / 44970
cells by family after synthesis:
| kind of cell | after synthesis | share of synthesized area, % |
|---|---|---|
| AND-OR/OR-AND | 2078 | 32.19 |
| buffers and inverters | 1339 | 12.15 |
| AND/OR/NAND/NOR | 1177 | 11.87 |
| adder cells (fa/ha/maj) | 767 | 34.59 |
| XOR/XNOR | 310 | 6.532 |
| multiplexers | 105 | 2.670 |
critical path: cells and delay by family:
family,cells,cell delay [ns]
AOI/OAI and AO/OA,10,3.02
xor gates and xnor gates,1,0.17
buffers and inverters,10,2.32
adders and majority gates,8,3.32
and+or+nand+nor,8,2.55
area by class of cell:
| type | instances | area, µm² | area share [%] |
|---|---|---|---|
| Antenna cell | 6 | 15.01 | 0.03337 |
| Inverter | 707 | 2654 | 5.898 |
| Timing Repair Buffer | 439 | 3388 | 7.530 |
| Tap cell | 1794 | 2245 | 4.988 |
| Multi-Input combinational cell | 4437 | 36700 | 81.55 |
