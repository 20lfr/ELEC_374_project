**flow/config.mk**
```make
export PLATFORM = sky130hd
export DESIGN_NAME = div
export DESIGN_NICKNAME = div
export VERILOG_FILES = /design/flow/design.v
export SDC_FILE = /design/flow/constraint.sdc
export NUM_CORES = 4
export LEC_CHECK = 1
export CORE_UTILIZATION = 40
```
**flow/constraint.sdc**
```tcl
current_design div

set clk_period 7.5
set clk_io_pct 0.2

create_clock -name clk0 -period $clk_period [get_ports {clk}]

set non_clock_inputs [all_inputs -no_clocks]
set_input_delay [expr $clk_period * $clk_io_pct] -clock clk0 $non_clock_inputs
set_output_delay [expr $clk_period * $clk_io_pct] -clock clk0 [all_outputs]
```
**flow/design.v**
```verilog
module div(
    input wire clk,
    input wire start,
    input wire [31:0] A,                     
    input wire [31:0] B,                     
    output wire [63:0] div_result            
);
reg [31:0] quotient, remainder, tempA, tempB, tempC;
reg [4:0] counter;
reg [1:0] neg_flag;
reg [0:0] active;
reg [0:0] check;
always @(posedge clk) begin
    if (start && !active) begin
        quotient <= 0;
        remainder <= 0;
        neg_flag <= 0;
        active <= 1;
        counter <= 0;
        tempA <= A;  
        tempB <= B;  
        tempC <= ~B + 1;  
        div_result <= 64'd0;  
        check <= 0;
    end
    if (active) begin
        if (B != 0) begin
            if (!check) begin
                if (tempA[31] == 1) begin 
                    tempA <= ~A + 1;
                    neg_flag <= neg_flag + 1;
                end
                if (tempB[31] == 1) begin
                    tempB <= ~B + 1;
                    tempC <= B;
                    neg_flag <= neg_flag + 1;
                end 
                check <= 1;
            end
            if (counter < 32) begin
                remainder <= {remainder[30:0], tempA[31]};
                tempA <= tempA << 1;
                tempA <= tempA + tempC;
                if (remainder[31] == 1) begin
                    tempA[0] <= 0;
                    remainder <= remainder + tempB;
                end
                else begin
                    tempA[0] <= 1;
                end
                quotient <= tempA;
                counter <= counter + 1;
            end
            if (counter == 32) begin
                if (neg_flag == 1) begin
                    quotient <= ~quotient + 1;
                end
                div_result <= {quotient, remainder};
            end 
        end 
        else begin
            div_result <= 64'h0000000000000000;
        end
    end
end
initial begin
    active = 0;
end
endmodule
```
**flow/run.sh**
```bash
#!/bin/bash
# OpenROAD 26Q1-2900-gdf79404cd8, Yosys 0.63+post, stock flow scripts
make -C /OpenROAD-flow-scripts/flow DESIGN_CONFIG=/design/flow/config.mk WORK_HOME=/design/flow/orfs finish
```
==> results_dict.tcl <==
# place-and-route summary
set metrics [dict create \
    path_buffers 2 \
    hold_viol_final 0 \
    layout_top_cells "clkdlybuf4s50_1, dfxtp_1, and2_4" \
    setup_tns_ns 0 \
    track_usage_pct 15.2 \
    postCtsHoldBufs 0 \
    post_drt_wl_per_cell_um 11.6 \
    cp.required_ns 7.72 \
    core_sq_um 4790 \
    antenna_found_initial 0 \
    cts_sinks 65 \
    r2r-start "active$_DFFE_PP_" \
    ys_area_sq_um 2030 \
    grt_pass1_wl_um 6030 \
    crit_fanout 50 \
    r2r_setup_slack_ns 5.65 \
    vias_per_cell 4.10 \
    grt_max_degree 51 \
    yosysWarnings 4 \
    cpLargestDelayFamily "simple AND/OR/NAND/NOR gates" \
    area_delta_synth_final_pct 60.3 \
    rsz0062_at_grt "false" \
    ctsResizeCount 0 \
    ys.flops 65 \
    die_h_um 73.2 \
    synth_cell_type_count 16 \
    ys_seq_share_pct 64.7 \
    dieArea_sq_um 5360 \
    rows 25 \
    clock-root-buffer "clkbuf_8" \
    cts_setup_buffers 0 \
    fin_crit_sh_pct 42.7 \
    vias 1328 \
    cts_tree "built" \
    diodes 0 \
    ant_nets 0 \
    period_needed_ns 3.21 \
    worstHoldPathType "reg2reg" \
    top_cells_by_area "dfxtp_1, and2_4, buf_6" \
    power.total_mw 0.697 \
    grt_pass1_vias 1388 \
    tool_warnings 58 \
    min_to "div_result[8]$_DFF_P_" \
    worstHoldStart "div_result[8]$_DFF_P_" \
    fillers 344 \
    syn_inst 149 \
    lay_top_count "clkdlybuf4s50_1" \
    first_iter_violations 19 \
    r2r_cells 5 \
    h-tree-depth 3 \
    final_max_slew_viol_count 0 \
    drc 0 \
    outcome "complete, no violations" \
    insertion_delay_ns 0.32 \
    port_buffers 97 \
    yosys.area.top_type_share_pct 63.2 \
    syn_area_sq_um 2030 \
    slowest_stage "or4_4" \
    cpPeakStageDelay_ns 0.55 \
    drive_above_1_share_pct 28.8 \
    dieWidth_um 73.2 \
    ys_cells 149 \
    dp_hpwl_um 2560 \
    p_leak_nw 1.29 \
    routed_wl_um 3750 \
    crit_path_start_kind "input pin" \
    reg2reg_to "div_result[60]$_DFF_P_" \
    yosysTopAreaCell "dfxtp_1" \
    max_freq_mhz 312 \
    clk_path_buf_depth 2 \
    crit_type "in2reg" \
    finalSetupViolCount 0 \
    whs_path_depth 1 \
    fp-utilization_pct 42.4 \
    arrival_ns 3.42 \
    clk_pin_slew_ns 0.07 \
    max-cap-violations 0 \
    peakVddDrop_mv 0.147 \
    skew_ns 0.00228 \
    p_per_area_nw_per_um2 214 \
    finalWeightedCongestion 0.753 \
    firstDrtPassIters 3 \
    cp-end-kind "flip-flop" \
    path_cells "clkdlybuf4s50_1, or4_4, nor3_4, a31oi_4, buf_4, and2_2" \
    cts_made_buffers 9 \
    pin_count 130 \
    globalRouteOverflowTotal 0 \
    synth_area_per_cell_sq_um 13.6 \
]
==> flip-flops by register name, summed over array words and instances, names as in the netlist <==
name and count:
active 1, div_result 64
==> metrics by stage <==
stage / cell area (sq um) / util, % / std cells / worst slack (ns) / hold WS [ns]
after detailed placement: 3020 / 63.2 / 308 / 3.94 / 0.445
after global placement: 3020 / 63.2 / 308 / 3.97 / 0.443
after floorplan: 2030 / - / 149 / 4.73 / 0.406
final: 3250 / 67.9 / 324 / 4.29 / 0.461
after global routing: 3250 / 67.9 / 324 / 4.21 / 0.483
after CTS: 3250 / 67.9 / 324 / 4.30 / 0.464
==> routing by layer <==
metal | vias up | track usage [%] | part of all wire (%)
li1 | 673 | - | -
met1 | 579 | 21.2 | 44
met5 | - | 0 | 0
met4 | 0 | 2.18 | 1.0
met2 | 71 | 23.3 | 45
met3 | 5 | 6.30 | 10
==> Yosys cell counts (all sizes together) <==
master and count:
or4 1, nor2b 1, edfxtp 1, nor3 2
nor4 5, and2 64, dfxtp 64, buf 6
conb 1, and4 1, and3 1, nor4b 1
a31oi 1
==> worst max-delay path by stage <==
stage	from	end	slack, ns	depth (start not counted)
final	B[10]	div_result[0]$_DFF_P_	4.29	6
after CTS	B[10]	div_result[0]$_DFF_P_	4.30	6
after global routing	B[10]	div_result[63]$_DFF_P_	4.21	6
==> final cells by class <==
cell class              count  area, sq um  area share (%)
clock inverters             5         77.6            2.39
flip-flops and latches     65         1310            40.3
well taps                  67         83.8            2.58
multi-input cells          78          649            20.0
repair buffers             98          978            30.1
clock buffers              11          151            4.66
==> kinds of logic (layout without fill, tap and decap cells) <==
logic type | Yosys count | count (layout) | share of synthesized area (%)
simple gates | 76 | 76 | 30.8
flops | 65 | 65 | 64.7
buf+inv | 6 | 114 | 3.33
compound gates | 1 | 1 | 1.05
other cells | 1 | 1 | 0.185
==> where the power goes <==
| group | internal [mW] | switching [mW] |
|---|---|---|
| registers | 0.346 | 0.0000819 |
| clock network | 0.204 | 0.123 |
| logic | 0.0163 | 0.00762 |
Power figures rest on the tool's default switching activity, not on a simulated workload.
